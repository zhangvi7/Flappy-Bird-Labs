==> design/flow/design.v <==
module hexdisplay(SW, HEX);
	input [3:0] SW;
	output [6:0] HEX;
	seg0 s0(
		.x0(SW[0]),
		.x1(SW[1]),
		.x2(SW[2]),
		.x3(SW[3]),
		.out(HEX[0])
		);
	seg1 s1(
		.x0(SW[0]),
		.x1(SW[1]),
		.x2(SW[2]),
		.x3(SW[3]),
		.out(HEX[1])
		);
	seg2 s2(
		.x0(SW[0]),
		.x1(SW[1]),
		.x2(SW[2]),
		.x3(SW[3]),
		.out(HEX[2])
		);
	seg3 s3(
		.x0(SW[0]),
		.x1(SW[1]),
		.x2(SW[2]),
		.x3(SW[3]),
		.out(HEX[3])
		);
	seg4 s4(
		.x0(SW[0]),
		.x1(SW[1]),
		.x2(SW[2]),
		.x3(SW[3]),
		.out(HEX[4])
		);
	seg5 s5(
		.x0(SW[0]),
		.x1(SW[1]),
		.x2(SW[2]),
		.x3(SW[3]),
		.out(HEX[5])
		);
	seg6 s6(
		.x0(SW[0]),
		.x1(SW[1]),
		.x2(SW[2]),
		.x3(SW[3]),
		.out(HEX[6])
		);
endmodule
module seg0(x0, x1, x2, x3, out);
	 input x0;
	 input x1;
	 input x2;
	 input x3;
	 output out;
	 assign out = (~x0 & x1 & ~x2 & ~x3) | (~x0 & ~x1 & ~x2 & x3) | (x0 & x1 & ~x2 & x3) | (x0 & ~x1 & x2 & x3);
endmodule
module seg1(x0, x1, x2, x3, out);
	 input x0;
	 input x1;
	 input x2;
	 input x3;
	 output out;
	 assign out = (~x0 & x1 & ~x2 & x3) | (x0 & x1 & ~x3) | (x0 & x2 & x3) | (x1 & x2 & ~x3);
endmodule
module seg2(x0, x1, x2, x3, out);
	 input x0;
	 input x1;
	 input x2;
	 input x3;
	 output out;
	 assign out = (~x0 & ~x1 & x2 & ~x3) | (x0 & x1 & x2) | (x0 & x1 & ~x3);
endmodule
module seg3(x0, x1, x2, x3, out);
	 input x0;
	 input x1;
	 input x2;
	 input x3;
	 output out;
	 assign out = (~x0 & x1 & ~x2 & ~x3) | (~x1 & ~x2 & x3) | (x1 & x2 & x3) | (x0 & ~x1 & x2 & ~x3);
endmodule
module seg4(x0, x1, x2, x3, out);
	 input x0;
	 input x1;
	 input x2;
	 input x3;
	 output out;
	 assign out = (~x0 & x1 & ~x2) | (~x1 & ~x2 & x3) | (~x0 & x3);
endmodule
module seg5(x0, x1, x2, x3, out);
	 input x0;
	 input x1;
	 input x2;
	 input x3;
	 output out;
	 assign out = (x0 & x1 & ~x2 & x3) | (~x1 & ~x0 & x3) | (~x0 & ~x1 & x2) | (~x0 & x3 & x2);
endmodule
module seg6(x0, x1, x2, x3, out);
	 input x0;
	 input x1;
	 input x2;
	 input x3;
	 output out;
	 assign out = (x0 & x1 & ~x2 & ~x3) | (x1 & ~x0 & x2 & x3) | (~x0 & ~x1 & ~x2);
endmodule
==> design/flow/run.sh <==
#!/bin/bash
# OpenROAD 26Q1-2900-gdf79404cd8, Yosys 0.63+post, stock flow scripts
make -C /OpenROAD-flow-scripts/flow DESIGN_CONFIG=/design/flow/config.mk WORK_HOME=/design/flow/orfs finish
==> design/flow/config.mk <==
export PLATFORM = sky130hd
export DESIGN_NAME = hexdisplay
export DESIGN_NICKNAME = hexdisplay
export VERILOG_FILES = /design/flow/design.v
export SDC_FILE = /design/flow/constraint.sdc
export NUM_CORES = 4
export LEC_CHECK = 1
export CORE_AREA = 10 10 70 70
export DIE_AREA = 0 0 80 80
==> design/flow/constraint.sdc <==
current_design hexdisplay

set clk_period 1.0
set clk_io_pct 0.2

create_clock -name clk0 -period $clk_period

set non_clock_inputs [all_inputs -no_clocks]
set_input_delay [expr $clk_period * $clk_io_pct] -clock clk0 $non_clock_inputs
set_output_delay [expr $clk_period * $clk_io_pct] -clock clk0 [all_outputs]
==> results.sh <==
# implementation run metrics
export IMPL_status="finished, violations left"
export IMPL_violations="negative setup slack"
export IMPL_stage_log_warnings=34
export IMPL_fin_ws_ps=-127
export IMPL_drv_cap=0
export IMPL_powerDensity_mw_per_mm2=403
export IMPL_synth_largest_area_cell="buf_4"
export IMPL_critPathMaxFanout=7
export IMPL_p_leak_uw=0.000225
export IMPL_dp_hpwl_um=655
export IMPL_grt_pass1_vias=297
export IMPL_grt_max_degree=8
export IMPL_setup_viol=6
export IMPL_wire_per_inst_um=9.52
export IMPL_seq_cells=0
export IMPL_yosysCellCount=38
export IMPL_dpl_cell_area_um2=417
export IMPL_num_vias=311
export IMPL_fp_util_pct=7.44
export IMPL_cp_cell_sequence="buf_12 > buf_6 > nand2b_4 > buf_4 > o211ai_2 > o21a_1 > buf_2"
export IMPL_drt_wl_total_um=933
export IMPL_final_layout_top_logic_cell="buf_6"
export IMPL_synthesis_area_um2=254
export IMPL_yosys_area_um2=254
export IMPL_crit_required_ps=800
export IMPL_ys_seq_share_pct=0
export IMPL_area_delta_synth_final_pct=105
export IMPL_fmax_mhz=887
export IMPL_drv_slew=0
export IMPL_start_kind="primary input"
export IMPL_postLayoutCellArea_um2=522
export IMPL_ys_warnings_count=0
export IMPL_nClkBuffers=0
export IMPL_ir_drop_v=0.0000665
export IMPL_postRouteAntennaNets=0
export IMPL_top_cell_area_share_pct=26.6
export IMPL_dieArea_mm2=0.00640
export IMPL_drc=0
export IMPL_rows=21
export IMPL_gp_congestion=0.723
export IMPL_final_setup_tns_ps=-504
export IMPL_antenna_found_initial=0
export IMPL_avgViaCountPerCell=3.17
export IMPL_overflow=0
export IMPL_avgSynthCellArea_um2=6.68
export IMPL_die_x_um=80
export IMPL_seq_area_um2=0
export IMPL_synthCells=38
export IMPL_worstSetupEndpointType="output port"
export IMPL_ioPinCount=11
export IMPL_drive_above_1_share_pct=75.0
export IMPL_crit_buf_inv=4
export IMPL_core_area_mm2=0.00342
export IMPL_antennaDiodeCount=0
export IMPL_hold_path_class="in2out"
export IMPL_hold_viol_final=0
export IMPL_slowest_delay_ps=120
export IMPL_fin_crit_ps=1130
export IMPL_grt_pass1_wl_mm=1.48
export IMPL_die_h_um=80
export IMPL_first_iter_violations=33
export IMPL_drtPass1Iterations=2
export IMPL_cts_hold_buf=0
export IMPL_track_usage_pct=2.75
export IMPL_final_comb_area_um2=236
export IMPL_topCellsByArea="buf_4, o31ai_1, nand2b_4"
export IMPL_relSlewSlack_pct=85.4
export IMPL_io_buffers=11
export IMPL_critical_path_slowest_cell="buf_6"
export IMPL_arrival_ps=930
export IMPL_crit_family="buffers and inverters"
export IMPL_crit_type="in2out"
export IMPL_rsz0062_at_grt="true"
export IMPL_period_used_pct=113
export IMPL_fill_cells=393
export IMPL_final_cell_mix="buf_6, buf_2, buf_4"
export IMPL_tightest_slew_ps=219
export IMPL_netlist_cell_type_count=22
repair_timing:
| action | 4_1_cts | 5_1_grt |
|---|---|---|
| endpoints found under the setup margin | 7 | 7 |
| buffers inserted | 6 | 0 |
| pin swaps | 7 | 1 |
| gates resized | 63 | 7 |
cell usage after synthesis:
| library cell | instances |
|---|---|
| a21oi_1 | 1 |
| a22o_1 | 1 |
| a31oi_1 | 2 |
| buf_2 | 1 |
| buf_4 | 9 |
| inv_1 | 2 |
| inv_2 | 1 |
| nand2_1 | 3 |
| nand2b_1 | 1 |
| nand2b_4 | 1 |
| nand3_1 | 1 |
| nor2_1 | 1 |
| nor3_1 | 2 |
| nor4b_1 | 1 |
| o211ai_2 | 1 |
| o21a_1 | 1 |
| o21ai_0 | 2 |
| o21ai_2 | 1 |
| o22ai_1 | 1 |
| o2bb2ai_1 | 1 |
| o31ai_1 | 3 |
| xnor2_1 | 1 |
through the flow:
step | total power (uW) | std cells | hold WS (ps) | setup slack [ps] | utilization [%]
after floorplan | 106 | 38 | 623 | 2.18 | -
after global placement | 171 | 93 | 1590 | -1010 | 12.2
after detailed placement | 172 | 93 | 1590 | -1050 | 12.2
after CTS | 196 | 98 | 713 | -134 | 14.4
after global routing | 231 | 98 | 731 | -185 | 15.3
final | 211 | 98 | 706 | -127 | 15.3
cell type report:
cell class	count	area share, %
inverters	3	2.16
multi-input cells	25	45.3
well taps	46	11.0
repair buffers	24	41.5
routing by layer:
metal  share of wire (%)  vias up  GRT usage, %
met1                  42      142          3.49
met2                  48        8          4.74
met3                 8.9        2         0.795
met5                   0        -             0
met4                 1.5        0             0
li1                    -      159             -
logic make-up (layout without fill, tap and decap cells):
logic type | Yosys count | after routing | share of synthesized area [%]
XOR/XNOR | 1 | 1 | 3.45
AND/OR/NAND/NOR | 10 | 10 | 23.2
buffers and inverters | 13 | 27 | 33.0
AND-OR/OR-AND | 14 | 14 | 40.4
worst paths after layout:
check	startpoint	to	slack, ps	cells past startpoint
setup / recovery	SW[3]	HEX[3]	-130	7
hold / removal	SW[0]	HEX[4]	710	3
report_power, final:
part | leakage [uW] | total (uW) | switching, uW | internal, uW
Combinational | 0.000225 | 211 | 89.0 | 122
Clock | 0 | 0 | 0 | 0
Sequential | 0 | 0 | 0 | 0
Power and IR drop assume default switching activity.
