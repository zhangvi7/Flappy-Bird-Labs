<file path="design/flow/design.v">
module animation
	(
		CLOCK_50,						 
        KEY,
        SW,
		VGA_CLK,   						 
		VGA_HS,							 
		VGA_VS,							 
		VGA_BLANK_N,						 
		VGA_SYNC_N,						 
		VGA_R,   						 
		VGA_G,	 						 
		VGA_B   						 
	);
	input			CLOCK_50;				 
	input   [9:0]   SW;
	input   [3:0]   KEY;
	output			VGA_CLK;   				 
	output			VGA_HS;					 
	output			VGA_VS;					 
	output			VGA_BLANK_N;				 
	output			VGA_SYNC_N;				 
	output	[9:0]	VGA_R;   				 
	output	[9:0]	VGA_G;	 				 
	output	[9:0]	VGA_B;   				 
	wire resetn;
	assign resetn = KEY[0];
	wire [2:0] colour;
	wire [7:0] x;
	wire [6:0] y;
	wire writeEn;
	vga_adapter VGA(
			.resetn(resetn),
			.clock(CLOCK_50),
			.colour(colour),
			.x(x),
			.y(y),
			.plot(writeEn),
			.VGA_R(VGA_R),
			.VGA_G(VGA_G),
			.VGA_B(VGA_B),
			.VGA_HS(VGA_HS),
			.VGA_VS(VGA_VS),
			.VGA_BLANK(VGA_BLANK_N),
			.VGA_SYNC(VGA_SYNC_N),
			.VGA_CLK(VGA_CLK));
		defparam VGA.RESOLUTION = "160x120";
		defparam VGA.MONOCHROME = "FALSE";
		defparam VGA.BITS_PER_COLOUR_CHANNEL = 1;
		defparam VGA.BACKGROUND_IMAGE = "black.mif";
	 animation_logic a_0(.clk(CLOCK_50), .resetn(resetn), .go(KEY[1]), .colour_input(SW[9:7]), .X(x), .Y(y), .colour_out(colour), .writeEn(writeEn));
endmodule
module animation_logic(clk, resetn, go, colour_input, X, Y, colour_out, writeEn);
		input clk;
		input resetn;
		input go;  
		input [2:0] colour_input;
		output [7:0] X;
		output [6:0] Y;
		output [2:0] colour_out;
		output reg writeEn;
		wire control_out_en, control_load_x, control_load_y;
		wire move_en;
		wire [2:0]colour;
		wire [7:0]x_coord;
		wire [6:0]y_coord;
		animation_control a_c_0(.clk(clk), .resetn(resetn), .go(go), .input_colour(colour_input), 
								.en(control_out_en), .load_x(control_load_x), .load_y(control_load_y), .move_logic_en(move_en), .control_colour(colour));
		move_logic m_l_0(.clk(clk), .en(move_en), .resetn(resetn), .x(x_coord), .y(y_coord));
		animation_datapath a_d_0(.x_input(x_coord), .y_input(y_coord), .en(control_out_en), .colour(colour), .clk(clk), .resetn(resetn), .ld_x(control_load_x), .ld_y(control_load_y), 
								 .X(X), .Y(Y), .colour_out(colour_out));
		always @ (posedge clk)
			begin
				if (!resetn)
					begin
						writeEn <= 0;
					end
				else
					begin
						writeEn <= control_out_en;
					end	
			end
endmodule
module animation_control(clk, resetn, go, input_colour, en, load_x, load_y, move_logic_en, control_colour);
    input clk;
    input resetn;
    input go;  
	 input [2:0]input_colour;
    output reg en;  
	 output reg load_x;
	 output reg load_y;
	 output reg move_logic_en; 
	 output reg [2:0]control_colour;
	 wire [3:0]draw_counter_out;
	 reg frame_counter_reset, frame_counter_enable;
	 wire frame_counter_out;
    reg [2:0] current_state, next_state;
	 reg draw_counter_en;
	localparam  START					= 3'd0,  
					LOAD_COORD			= 3'd1,  
					DRAW					= 3'd2,  
					RESET_DELAY			= 3'd3,  
					DELAY		    		= 3'd4,  
					ERASE					= 3'd5,  
					UPDATE				= 3'd6;  
	 counter_5_bit c_5(.clk(clk), .en(draw_counter_en), .resetn(resetn), .out(draw_counter_out));
	 fps_15_signal fps_15(.clk(clk), .resetn(frame_counter_reset), .en(frame_counter_enable), .move_signal_out(frame_counter_out));
    always@(*)
    begin: state_table 
            case (current_state)
					START	   				: next_state = go ? LOAD_COORD : START;  
					LOAD_COORD				: next_state = DRAW;  
					DRAW						: next_state = (draw_counter_out == 4'b1111) ? RESET_DELAY : DRAW;  
					RESET_DELAY				: next_state = DELAY;  
					DELAY						: next_state = (frame_counter_out == 1'b1) ? ERASE : DELAY;  
					ERASE						: next_state = (draw_counter_out == 4'b1111) ? UPDATE : ERASE;  
					UPDATE					: next_state = LOAD_COORD;  
            default     				: next_state = START;
        endcase
    end  
    always @(*)
		 begin: enable_signals
				load_x = 1'b0;
				load_y = 1'b0;
				en = 1'b0;  
				move_logic_en = 1'b0;  
				draw_counter_en = 1'b0;  
				control_colour = 3'b000;  
				frame_counter_reset = 1'b1;  
				frame_counter_enable = 1'b0;  
			  case (current_state)
						START:
							begin
								load_x = 1'b1;
								load_y = 1'b1;
							end
						LOAD_COORD:
							begin
								load_x = 1'b1;
								load_y = 1'b1;
							end
						DRAW:
							begin
								en = 1'b1;
								draw_counter_en = 1'b1;
								control_colour = input_colour;
							end
						RESET_DELAY:  
							begin
								frame_counter_reset = 1'b0;
							end
						DELAY:  
							begin
								frame_counter_reset = 1'b1;
								frame_counter_enable = 1'b1;
							end
						ERASE:
							begin
								en = 1'b1;
								draw_counter_en = 1'b1;
								control_colour = 3'b000;
							end
						UPDATE:
							begin
								move_logic_en = 1'b1;
							end
			  endcase
		 end  
    always@(posedge clk)
		 begin: state_FFs
			  if(!resetn)
					current_state <= START; 
			  else
					current_state <= next_state;
		 end  
endmodule
module counter_5_bit(clk, en, resetn, out);
		input clk;
		input resetn;
		input en;
		output reg [3:0] out;
		always @(posedge clk)
			begin
				if (resetn == 1'b0)
					out <= 4'b0000;
				else
					if (en)
						begin
							if (out == 4'b1111)
								out <= 4'b0000;
							else 
								out <= out + 4'b0001;
						end
			end
endmodule
module fps_15_signal(clk, resetn, en, move_signal_out);
		input clk, resetn, en;
		output move_signal_out;
		wire fps_out;
		rate_divider_60_fps f0(.clk(clk), .resetn(resetn), .en(en), .fps_60_out(fps_out));
		counter_15 c_0(.clk(clk), .resetn(resetn), .en(fps_out), .q(move_signal_out));
endmodule
module rate_divider_60_fps(clk, resetn, en, fps_60_out);
		input clk, resetn, en;
		output fps_60_out;
		wire [19:0]out;
		counter_834k c0(.clk(clk), .resetn(resetn), .en(en), .q(out));
		assign fps_60_out = (out == 833334) ? (1) : (0);
endmodule
module counter_834k(clk, resetn, en, q);
		input clk, resetn, en;
		output reg [19:0]q;
		always @ (posedge clk)
			begin
				if (resetn == 0)
					q <= 0;
				else	if (en == 1)
					begin
						if (q == 833334)
							q <= 0;
						else
							q <= q + 1;
					end
			end
endmodule
module counter_15(clk, resetn, en, q);
		input clk, resetn, en;
		output q;
		reg [3:0]count;
		always @ (posedge clk)
			begin
				if (resetn == 0)
					count <= 0;
				else	if (en == 1)
					begin
						if (count == 14)
							count <= 0;
						else
							count <= count + 1;
					end
			end
		assign q = (count == 14) ? (1) : (0);
endmodule
module move_logic(clk, en, resetn, x, y);
		input clk;
		input en;
		input resetn;
		output [7:0]x;
		output [6:0]y;
		wire h_dir;
		wire v_dir;
		wire [7:0] x_coord;
		wire [6:0] y_coord;
		hor_dir_reg h_d_r0(.clk(clk), .resetn(resetn), .x_coord(x_coord), .left_right(h_dir));
		x_counter x_0(.clk(clk), .resetn(resetn), .en(en), .up_down(h_dir), .x_coord(x_coord));
		ver_dir_reg v_d_r0(.clk(clk), .resetn(resetn), .y_coord(y_coord), .up_down(v_dir));
		y_counter y_0(.clk(clk), .resetn(resetn), .en(en), .up_down(v_dir), .y_coord(y_coord));
		assign x = x_coord;
		assign y = y_coord;
endmodule
module y_counter(clk, resetn, en, up_down, y_coord);
		input clk;
		input resetn;
		input en;
		input up_down;
		output reg [6:0] y_coord;
		always @(posedge clk)
			begin
				if (!resetn)
					y_coord <= 60;
				else
					if (en)
						begin
							if (up_down)
								y_coord <= y_coord + 1;
							else 
								y_coord <= y_coord - 1;
						end
			end
endmodule
module ver_dir_reg(clk, resetn, y_coord, up_down);
		input clk;
		input resetn;
		input [6:0] y_coord;
		output reg up_down;
		always @(posedge clk)
			begin
				if (!resetn)
					up_down <= 1;
				else
						begin
							if (y_coord == 116)			 
								up_down <= 0;
							else if (y_coord == 1)
								up_down <= 1;			 
						end
			end
endmodule
module x_counter(clk, resetn, en, up_down, x_coord);
		input clk;
		input resetn;
		input en;
		input up_down;
		output reg [7:0] x_coord; 
		always @(posedge clk)
			begin
				if (!resetn)
					x_coord <= 0;
				else
					if (en)
						begin
							if (up_down)
								x_coord <= x_coord + 1;
							else 
								x_coord <= x_coord - 1;
						end
			end
endmodule
module hor_dir_reg(clk, resetn, x_coord, left_right);
		input clk;
		input resetn;
		input [7:0]x_coord;
		output reg left_right; 
		always @(posedge clk)
			begin
				if (!resetn)
					left_right <= 1;
				else
						begin
							if (x_coord == 156)			 
								left_right <= 0;
							else if (x_coord == 1)
								left_right <= 1;			 
						end
			end
endmodule
module animation_datapath(x_input, y_input, en, colour, clk, resetn, ld_x, ld_y, X, Y, colour_out);
		input [7:0] x_input;
		input [6:0] y_input;
		input [2:0] colour;
		input clk;
		input resetn;
		input en;
		input ld_x;
		input ld_y;
		output reg [7:0] X;
		output reg [6:0] Y;
		output reg [2:0] colour_out; 
		wire [3:0] counter_out;
		reg [7:0] x_register;
		reg [6:0] y_register;
		counter_4_bit c_4(.clk(clk), .en(en), .resetn(resetn), .out(counter_out));
		always @(posedge clk)
			begin
				if (resetn == 1'b0)
					begin
						x_register <= 8'b0000_0000;
						y_register <= 7'b0000_000;
					end
				else
					begin
						if (ld_x)
							x_register <= x_input;
						if (ld_y)
							y_register <= y_input;	
					end
			end
		always@ (posedge clk)
			begin
				if (!resetn)
					begin
						X <= 8'b0000_0000;
						Y <= 7'b000_0000;
					end
				else 
					if (en)
						begin
							X <= x_register + {6'b00_0000, counter_out[1:0]};
							Y <= y_register + {5'b0_0000, counter_out[3:2]};
						end
			end
		always @ (posedge clk)
			begin
				if (!resetn)
					colour_out <= 3'b000;
				else 
					colour_out <= colour;	
			end
endmodule
module counter_4_bit(clk, en, resetn, out);
		input clk;
		input resetn;
		input en;
		output reg [3:0] out;
		always @(posedge clk)
			begin
				if (resetn == 1'b0)
					out <= 4'b0000;
				else
					if (en)
						out <= out + 4'b0001;
			end
endmodule
</file>
<file path="design/flow/run.sh">
#!/bin/bash
# OpenROAD 26Q1-2900-gdf79404cd8, Yosys 0.63+post, stock flow scripts
make -C /OpenROAD-flow-scripts/flow DESIGN_CONFIG=/design/flow/config.mk WORK_HOME=/design/flow/orfs finish
</file>
<file path="design/flow/config.mk">
export PLATFORM = sky130hd
export DESIGN_NAME = animation_logic
export DESIGN_NICKNAME = animation_logic
export VERILOG_FILES = /design/flow/design.v
export SDC_FILE = /design/flow/constraint.sdc
export NUM_CORES = 4
export LEC_CHECK = 1
export CORE_UTILIZATION = 30
</file>
<file path="design/flow/constraint.sdc">
current_design animation_logic

set clk_period 2.1
set clk_io_pct 0.2

create_clock -name clk0 -period $clk_period [get_ports {clk}]

set non_clock_inputs [all_inputs -no_clocks]
set_input_delay [expr $clk_period * $clk_io_pct] -clock clk0 $non_clock_inputs
set_output_delay [expr $clk_period * $clk_io_pct] -clock clk0 [all_outputs]
</file>
==> flow_metrics.tcl <==
# collected from the flow reports
set metrics [dict create \
    synth.avg_cell_area_um2 8.38 \
    worst_setup_hold_path_clk_slew_ns 0.06 \
    hold_buffers 0 \
    final.setup_skew_ns 0.00416 \
    clock_tree_from_tritoncts "done" \
    number_of_maximum_capacitance_constraint_violations 0 \
    cts_made_buffers 9 \
    routed_wl_um 8210 \
    power.ir.vdd_worst_v 0.000410 \
    critical_path_peak_fanout 8 \
    timing.critical_path.to_type "flip-flop" \
    final_layout_size_suffix_gt1_share_pct 7.54 \
    dieWidth_um 119 \
    clock_insertion_delay_worst_skew_ns 0.34 \
    syn2layout_area_growth_pct 18.8 \
    timing.critical_path.slowest_stage_cell "or4b_4" \
    power_per_cell_area_nw_per_um2 747 \
    seqPwrFrac_pct 48.3 \
    synth-area-yosys_um2 4130 \
    via_per_inst 4.85 \
    timing.final.crit_share_pct 95.8 \
    relSlewSlack_pct 54.3 \
    io_buffers 24 \
    fmax_mhz 497 \
    outcome "finished, final reports clean" \
    worstSetupStartpointType "flip-flop" \
    ant_nets 0 \
    rsz_0062_raised_after_global_routing "no" \
    post-dp-hpwl_um 5530 \
    power.clock.fraction_pct 47.5 \
    final_tally_of_setup_violations 0 \
    stage_log_warnings 30 \
    drc_errors 0 \
    timing_worst_slew_pin_value_ns 0.682 \
    chip_area_um2 14200 \
    globalplace.congestion 0.824 \
    antenna_cells 0 \
    power.leakage_uw 0.00171 \
    globalRoute.totalOverflow 0 \
    design.core.area_um2 13300 \
    pins_over_slew_limit 0 \
    route.vias.total 3364 \
    crit_path_arrival_time_ns 2.28 \
    synth_cell_types 46 \
    synth_seq_share_pct 43.6 \
    drc_marker_count_from_the_first_detailed_route_iteration 152 \
    worstPathCellList "inv_1 > ha_1 > nand4b_1 > or4b_4 > or4b_1 > a21oi_1" \
    internal_power_uw 2870 \
    holdCritPathClass "reg -> reg" \
    timing.critical_path.required_ns 2.37 \
    ctsRootBufferMaster "clkbuf_16" \
    mappedNetlistArea_um2 4130 \
    pwr-share-comb_pct 4.2 \
    synth-cells-yosys 493 \
    p_switching_uw 796 \
    core.rowCount 42 \
    die_height_um 119 \
    max-clock-path-buffers 2 \
    edf_count 0 \
    dominantRegCellSynth "dfxtp_1" \
    layout.core_utilization_pct 36.8 \
    pin_count 25 \
    synthCells 493 \
    dr.pass1.iters 4 \
    power.total_uw 3670 \
    route.detailed.wl_per_inst_um 11.8 \
    critPathKind "reg -> reg" \
    pin_count_of_the_biggest_net_entering_global_routing 42 \
    hold_viol_final 0 \
    synth_flop_count 90 \
    yosysWarningCount 11 \
    finalCriticalPeriod_ns 2.01 \
    setup_total_negative_slack_ns 0 \
    antenna_found_initial 0 \
    cts.htree.levels 3 \
    cts.sink_count 90 \
    critPathMaxStageDelay_ns 0.60 \
    grt_use_total_pct 12.5 \
    floorplan.initialDensity_pct 30.9 \
    share_of_flip_flops_with_an_asynchronous_set_or_reset_pct 0 \
    p_sw_share_pct 21.7 \
    grt_pass1_wl_um 14600 \
    via_count_of_the_first_global_routing_pass 3079 \
]
## final cells by class
cell class | instances | area [µm²]
well taps | 176 | 220
clock inverters | 7 | 103
flip-flops and latches | 90 | 1800
multi-input cells | 360 | 2160
inverters | 16 | 60.1
repair buffers | 35 | 333
clock buffers | 9 | 225
fillers | 1327 | 8440
## cells in the mapped netlist, types with 6 or more instances
cell | count | share of area (%)
a21oi_1 | 52 | 6.3
and3_1 | 8 | 1.2
nand3_1 | 10 | 1.2
ha_1 | 14 | 4.2
o21ai_0 | 25 | 3.0
dfxtp_1 | 90 | 44
xnor2_1 | 19 | 4.0
nor2_1 | 47 | 4.3
clkbuf_1 | 23 | 2.1
a211oi_1 | 9 | 1.6
nand4_1 | 7 | 1.1
xor2_1 | 13 | 2.8
or3_1 | 12 | 1.8
nand2_1 | 70 | 6.4
inv_1 | 15 | 1.4
nor3_1 | 12 | 1.5
o31ai_1 | 6 | 1.1
## cells in the final DEF, fill, tap and decap left out, drive strengths merged, types with 3 or more instances in the layout
cell,instances
nor3,12
a211oi,9
o31ai,7
o21ai,25
o211ai,3
clkinv,3
nand4,8
buf,11
or3,12
nand3,10
a21oi,53
clkbuf,9
nand2,70
nand3b,4
and4,5
xor2,13
xnor2,19
or4,5
clkdlybuf4s50,24
nor4,5
nor2,47
nor2b,5
dfxtp,90
and3,8
a31oi,3
inv,17
ha,14
or4b,3
## power by group through the flow
stage / clock [µW] / combinational, µW / sequential (µW)
4_1_cts: 1790 / 155 / 1770
5_1_grt: 1860 / 172 / 1770
6_report: 1740 / 152 / 1770
## sequential cells by signal, summed over array words and instances (netlist names), 3 cells and up
name and cells:
a_d_0.x_register 8, a_d_0.colour_out 3, m_l_0.x_0.x_coord 8, a_d_0.Y 7, a_c_0.fps_15.f0.c0.q 20, a_d_0.c_4.out 4
a_d_0.X 8, a_c_0.current_state 7, a_c_0.fps_15.c_0.count 4, m_l_0.y_0.y_coord 7, a_c_0.c_5.out 4, a_d_0.y_register 7
## logic make-up (layout without fill, tap and decap cells)
group | Yosys count | count (layout) | share of synthesized area [%]
buffers and inverters | 43 | 67 | 4.00
AND/OR/NAND/NOR | 202 | 202 | 24.6
AND-OR/OR-AND | 106 | 106 | 14.8
adder cells (fa/ha/maj) | 16 | 16 | 5.21
multiplexers | 4 | 4 | 1.03
flip-flops | 90 | 90 | 43.6
XOR/XNOR | 32 | 32 | 6.79
## worst paths after layout
path	start	end	slack, ns	cells past startpoint
hold / removal	a_d_0.X[0]	a_d_0.X[0]	0.46	2
setup / recovery	a_c_0.fps_15.f0.c0.q[0]	a_c_0.fps_15.c_0.count[0]	0.09	6
setup reg to reg	a_c_0.fps_15.f0.c0.q[0]	a_c_0.fps_15.c_0.count[0]	0.09	6
hold reg to reg	a_d_0.X[0]	a_d_0.X[0]	0.46	2
## per-stage QoR
step | std cells | hold slack [ns] | worst slack [ns] | instance area (µm²)
finish | 693 | 0.455 | 0.0890 | 4910
CTS | 691 | 0.460 | 0.0285 | 4890
global route | 693 | 0.473 | 0.0177 | 4910
global placement | 675 | 0.445 | 0.146 | 4560
floorplan | 493 | 0.417 | 0.213 | 4130
detailed placement | 675 | 0.452 | 0.0646 | 4560
## layer usage
layer / GRT usage, % / routed length, µm / up-vias
met5: 0 / 0 / -
met1: 18.6 / 4100 / 1567
met3: 2.69 / 225 / 7
li1: - / - / 1761
met2: 19.7 / 3770 / 29
met4: 1.25 / 105 / 0
## worst max-delay path: cells and delay by family (launching register included)
kind                     cells  cell delay [ns]
AND-OR/OR-AND                1             0.15
flip-flops                   1             0.35
adder cells (fa/ha/maj)      1             0.16
AND/OR/NAND/NOR              3             1.20
buffers and inverters        1             0.08
## what timing repair did
action	CTS	global route
hold endpoints to repair	0	0
setup endpoints to repair	0	3
gates resized	0	2
setup buffers	0	2
Power figures rest on the tool's default switching activity, not on a simulated workload.
